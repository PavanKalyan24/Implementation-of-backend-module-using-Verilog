<file path="/design/flow/design.v">
module FPGA_model(	i_resetbFPGA,
			i_ready,
			i_mainclk,
			o_resetbAll,
			o_sclk, 
			o_sdout);
parameter gainA1	= 6;  
parameter sRESET 	= 0;  
parameter sPROGRAM	= 1;  
parameter sIDLE		= 2;  
input i_resetbFPGA; 		 
input i_ready;			 
input i_mainclk;		 
output reg o_resetbAll;		 
output reg o_sclk;		 
output reg o_sdout;		 
reg [1:0] FPGAstate;          
reg [3:0] count;		      
reg mainclkby2, mainclkby4, mainclkby8, mainclkby16;     
always @ (posedge(i_mainclk) or negedge(i_resetbFPGA))
begin
	if(i_resetbFPGA == 0)
		FPGAstate <= sRESET;
	else
	begin
		case(FPGAstate)
		sRESET: FPGAstate <= sPROGRAM;
		sPROGRAM: 
		begin	
			if(count== 11)
				FPGAstate <= sIDLE;
			else
				FPGAstate <= sPROGRAM;
		end
		sIDLE: FPGAstate <=sIDLE;
		default: FPGAstate <= sIDLE;
		endcase
	end
end
always @(posedge(i_mainclk) or negedge(i_resetbFPGA))
begin
	if(i_resetbFPGA == 0)
		o_resetbAll <= 0;
	else
	begin
		if(FPGAstate == sRESET)
			o_resetbAll <= 0;
		else
			o_resetbAll <= 1;
	end
end
always @ (posedge(i_mainclk) or negedge(i_resetbFPGA))
begin
	if(i_resetbFPGA == 0)
		mainclkby2 <= 0;
	else
		mainclkby2 <= ~mainclkby2;
end
always @ (posedge(mainclkby2) or negedge(i_resetbFPGA))
begin
	if(i_resetbFPGA == 0)
		mainclkby4 <= 0;
	else
		mainclkby4 <= ~mainclkby4;
end
always @(posedge(mainclkby4) or negedge(i_resetbFPGA))
begin
	if(i_resetbFPGA == 0)
		mainclkby8 <= 0;
	else
		mainclkby8 <= ~mainclkby8;
end
always @(posedge(mainclkby8) or negedge(i_resetbFPGA))
begin
	if(i_resetbFPGA == 0)
		mainclkby16 <= 0;
	else
		mainclkby16 <= ~mainclkby16;
end
always	@(posedge(mainclkby16) or negedge(i_resetbFPGA))
begin
	if(i_resetbFPGA == 0)
		count <= 0;
	else
	begin
		if(FPGAstate == sPROGRAM)
		begin
			if(count == 11)
				count <= count;
			else
				count <= count+1;
		end
		else
			count <= count;
	end
end
always @ (posedge(mainclkby16) or negedge(i_resetbFPGA))
begin
	if(i_resetbFPGA == 0)
		o_sclk <= 1;
	else
	begin
		if(FPGAstate == sPROGRAM)
		begin
			if (count >= 1 && count <= 10)
				o_sclk <= ~o_sclk;
			else
				o_sclk <= 1;
		end
		else
			o_sclk <= 1;
	end
end
always @ (negedge(o_sclk) or negedge(i_resetbFPGA))
begin
	if(i_resetbFPGA == 0)
		o_sdout <= 0;
	else
	begin
		if(FPGAstate == sPROGRAM)
		begin
			case(count)
			4'd2: o_sdout <= 0;
			4'd4: o_sdout <= 0;
			4'd6: o_sdout <= gainA1[2];
			4'd8: o_sdout <= gainA1[1];
			4'd10: o_sdout <= gainA1[0];
			default: o_sdout <= o_sdout;
			endcase
		end
		else
			o_sdout <= 0;
	end
end
endmodule
</file>
<file path="/design/flow/run.sh">
#!/bin/bash
# OpenROAD 26Q1-2900-gdf79404cd8, Yosys 0.63+post, stock flow scripts
make -C /OpenROAD-flow-scripts/flow DESIGN_CONFIG=/design/flow/config.mk WORK_HOME=/design/flow/orfs finish
</file>
<file path="/design/flow/config.mk">
export PLATFORM = sky130hd
export DESIGN_NAME = FPGA_model
export DESIGN_NICKNAME = FPGA_model
export VERILOG_FILES = /design/flow/design.v
export SDC_FILE = /design/flow/constraint.sdc
export NUM_CORES = 4
export LEC_CHECK = 1
export CORE_AREA = 10 10 72 72
export DIE_AREA = 0 0 82 82
</file>
<file path="/design/flow/constraint.sdc">
current_design FPGA_model

set clk_period 1.4
set clk_io_pct 0.2

create_clock -name clk0 -period $clk_period [get_ports {i_mainclk}]

set non_clock_inputs [all_inputs -no_clocks]
set_input_delay [expr $clk_period * $clk_io_pct] -clock clk0 $non_clock_inputs
set_output_delay [expr $clk_period * $clk_io_pct] -clock clk0 [all_outputs]
</file>
==> deck_impl_summary.md <==
Key Metrics from the Run

Place
  – Port Buf Inserts: 4
  – Dpl hpwl: 655 µm
  – Placed Cells: 99
  – Pre-CTS setup slack: 0.347 ns
  – GP Congestion: 0.811

Logic synthesis
  – Synth flops: 13
  – Unique cell types: 21
  – Yosys cell count: 46
  – Post-Syn Instances: 46
  – Syn Area/Cell: 12.1 µm²
  – Largest area contributor in the netlist: dfrtp_1
  – Top cells by area: dfrtp_1 45%, ha_1 11%, dfstp_2 9.5%
  – Top-area cell share: a little under half
  – Sequential area share after synthesis: between 50% and 60%
  – YS chip area: around 560 µm²
  – Yosys synthesis warning count: 1
  – Mapped cell area: 556 µm²

Critical path
  – Reg2Reg Capture Point: FPGAstate[2]
  – Largest stage delay, worst path: around 0.46 ns
  – R2r worst-path depth: 2
  – Worst setup EP type: output port
  – RR Startpoint: FPGAstate[2]
  – Worst EP required: 1.12 ns
  – CP Class: flop to output port
  – Worst Path Buf+Inv: 1
  – Worst Setup SP: o_resetbAll
  – Reg2Reg Setup Slack: 0.65 ns
  – Critical-path top delay cell: clkdlybuf4s50_1
  – CP Cell Sequence: clkdlybuf4s50_1
  – Worst setup SP type: flop
  – Crit Path Max Fanout: 1
  – Worst endpoint data arrival time: 0.98 ns
  – Critical path's top delay family: buffers and inverters

Worst hold path
  – Min-delay worst type: input port to asynchronous set/reset pin

GRT
  – Largest net degree at the start of global routing: 10
  – Global route overflow: 0
  – First-pass GRT wire length: 1580 µm
  – Vias in the first global route: ~360
  – Gr usage total: 2.85%
  – Initial antenna violation count: 0

Finish
  – P&R area growth vs syn: 27.5%
  – FF/Latch Area: 328 µm²
  – Finished Layout Cells: 103
  – Fill cell count: a little over 400
  – Logic area: around 200 µm²
  – Share of layout cells above drive strength 1: 12.7%

Final timing
  – Final Critical Period: 1.26 ns
  – Fmax: a little under 800 MHz
  – Final setup vio count: 0
  – Slew Viols, Final: 0
  – Worst setup margin: 0.142 ns
  – Worst Skew: 0.00385 ns
  – Final worst-path cycle share: about 90%
  – RSZ-0062 raised after global routing: no
  – Final hold violations: 0
  – Register pins left without a clock: 9
  – Setup_tns: 0 ns
  – Endpoints left unconstrained: 11
  – Min Hold Slack: 0.297 ns

Die
  – Top Ports: 6
  – Die Height: around 82 µm
  – Die area: 0.00672 mm²
  – Fp_density: 15.1%
  – Core ar.: 0.00369 mm²
  – Rows: 22
  – Die Wd: approximately 82 µm

Pwr
  – Combinational share of power: 4.2%
  – Sw Pwr: 0.0000649 W
  – Maximum vdd ir drop: 0.224 mV
  – PD cells: 546 mW/mm²
  – Leakage power: ~0.31 nW
  – Sequential power share: 31.4%
  – Switching Share: 16.8%
  – Pint: between 0.0003 and 0.0004 W
  – Clock share of power: 64.4%
  – Final Power: roughly 0.00039 W

Detailed routing
  – Drt first pass iters: 4
  – Drt initial violations: 17
  – Final WL: 779 µm
  – DRC viols: 0
  – Antenna diodes: 0
  – Vias: 335
  – Post-DRT Antenna Nets: 0
  – Via-per-instance ratio: around 3.3
  – Wirelength per Cell: 7.56 µm

Clock tree
  – Num CTS Buffers: 3
  – H-tree levels: 1
  – CTS Buffer Depth: 2
  – Hold_buf cts: 0
  – Setup bufs post-CTS: 0
  – Post-cts resize count: 0
  – CTS root buffer: clkbuf_8
  – Clk latency of the worst-skew pair: 0.21 ns
  – CTS tree: done
  – Worst-path clk slew: about 0.030 ns

Flow run
  – Max cap viols: 0
  – OpenROAD warnings: 30

Run status
  – Status: completed
==> how the worst max path moves through the flow <==
stage	end	slack (ns)	cells after the start
after CTS	o_resetbAll	0.12	1
after global routing	o_resetbAll	0.1	1
final	o_resetbAll	0.14	1
==> state kept, by name, summed over array words and instances (netlist names) <==
signal,flops
o_sclk,1
o_sdout,1
mainclkby2,1
o_resetbAll,1
mainclkby8,1
FPGAstate,2
mainclkby16,1
mainclkby4,1
count,4
==> per-layer routing <==
layer  global-route usage [%]  up-vias  part of all wire [%]
met2                     4.23        4                    43
met5                        0        -                     0
met1                     4.04      166                    51
li1                         -      165                     -
met4                    0.510        0                     0
met3                    0.881        0                   6.2
==> synthesized netlist by cell type <==
| master | number |
|---|---|
| a21oi_1 | 1 |
| dfstp_2 | 2 |
| mux2_2 | 1 |
| nand4_1 | 2 |
| nor2b_1 | 1 |
| or2b_1 | 1 |
| ha_1 | 5 |
| nand3b_1 | 2 |
| dfrtp_1 | 10 |
| a21boi_1 | 1 |
| nor2_1 | 1 |
| mux2_1 | 1 |
| inv_1 | 7 |
| o2111ai_1 | 1 |
| dfrtn_1 | 1 |
| nand2b_1 | 1 |
| o21ai_0 | 1 |
| conb_1 | 1 |
| nand2_1 | 3 |
| xnor2_1 | 2 |
| or3_1 | 1 |
==> per-stage QoR <==
stage / area [µm²] / utilization (%)
final: 708 / 19.2
after global routing: 708 / 19.2
after CTS: 708 / 19.2
after detailed placement: 663 / 18.0
after global placement: 663 / 18.0
after floorplan: 556 / -
==> power groups by stage <==
stage / Combinational (W) / Sequential, W / Clock, W
global route: 0.0000190 / 0.000122 / 0.000266
finish: 0.0000163 / 0.000121 / 0.000249
CTS: 0.0000173 / 0.000122 / 0.000257
==> cell families (layout without fill, tap and decap cells) <==
group,Yosys count,count (layout),synth area share [%]
xor gates and xnor gates,2,2,3.15
adders and majority gates,5,5,11.3
AOI/OAI and AO/OA,4,4,4.73
muxes,2,2,4.05
other,1,1,0.675
and+or+nand+nor,12,12,12.4
DFF,13,13,59.0
buffers and inverters,7,16,4.73
==> cell type report <==
cell class | instances | share of cell area, %
Clock buffer | 4 | 6.36
Sequential cell | 13 | 46.3
Timing Repair Buffer | 5 | 6.71
Multi-Input combinational cell | 26 | 28.4
Inverter | 7 | 3.71
Tap cell | 48 | 8.48
==> layout by cell type (no fill, tap or decap) <==
master            n
clkdlybuf4s50_1   4
nor2_1            1
mux2_1            1
xnor2_1           2
nand2b_1          1
a21oi_1           1
conb_1            1
nand2_1           3
dfrtp_1          10
clkbuf_1          1
mux2_2            1
clkbuf_8          3
o2111ai_1         1
nand3b_1          2
a21boi_1          1
or3_1             1
inv_1             7
dfrtn_1           1
ha_1              5
dfstp_2           2
nand4_1           2
nor2b_1           1
o21ai_0           1
buf_4             1
or2b_1            1
Power figures rest on the tool's default switching activity, not on a simulated workload.
