==> flow/design.v <==
module backend (
    input i_resetbAll,           
    input i_clk,                
    input i_sclk,               
    input i_sdin,               
    input i_RO_clk,             
    input [3:0] i_ADCout,       
    output reg o_Ibias_2x,      
    output reg o_core_clk,      
    output reg o_ready,         
    output reg o_resetb_amp,    
    output reg [2:0] o_gain,    
    output reg o_enableRO,      
    output reg o_resetb_core    
);
parameter sRESET    = 0;     
parameter sWAIT_SER = 1;     
parameter sSET_GAIN = 2;     
parameter sEN_RO    = 3;     
parameter sWAIT1    = 4;     
parameter sFILTER   = 5;     
parameter sSET_RES  = 6;     
parameter sWAIT2    = 7;     
parameter sREADY    = 8;     
reg [3:0] state;            
reg [3:0] next_state;       
reg [2:0] wait_count;       
reg [4:0] shift_reg;        
reg [2:0] sclk_count;       
reg [3:0] filter_reg [0:3];  
reg [5:0] filter_sum;       
reg [3:0] ADCavg;           
reg clk_div2, clk_div4;     
always @(*) begin
    case(state)
        sRESET:    next_state = i_resetbAll ? sWAIT_SER : sRESET;
        sWAIT_SER: next_state = (sclk_count == 5) ? sSET_GAIN : sWAIT_SER;
        sSET_GAIN: next_state = sEN_RO;
        sEN_RO:    next_state = sWAIT1;
        sWAIT1:    next_state = (wait_count == 5) ? sFILTER : sWAIT1;
        sFILTER:   next_state = sSET_RES;
        sSET_RES:  next_state = sWAIT2;
        sWAIT2:    next_state = (wait_count == 5) ? sREADY : sWAIT2;
        sREADY:    next_state = i_resetbAll ? sREADY : sRESET;
        default:   next_state = sRESET;
    endcase
end
always @(posedge i_clk or negedge i_resetbAll) begin
    if (!i_resetbAll)
        state <= sRESET;
    else
        state <= next_state;
end
always @(posedge i_sclk or negedge i_resetbAll) begin
    if (!i_resetbAll) begin
        shift_reg <= 5'b0;
        sclk_count <= 3'b0;
    end
    else if (state == sWAIT_SER) begin
        shift_reg <= {shift_reg[3:0], i_sdin};
        sclk_count <= sclk_count + 1;
    end
end
always @(posedge i_clk or negedge i_resetbAll) begin
    if (!i_resetbAll)
        wait_count <= 0;
    else if (state == sWAIT1 || state == sWAIT2)
        wait_count <= wait_count + 1;
    else
        wait_count <= 0;
end
always @(posedge i_clk or negedge i_resetbAll) begin
    if (!i_resetbAll) begin
        filter_reg[0] <= 0;
        filter_reg[1] <= 0;
        filter_reg[2] <= 0;
        filter_reg[3] <= 0;
        filter_sum <= 0;
        ADCavg <= 0;
    end
    else begin
        filter_reg[3] <= filter_reg[2];
        filter_reg[2] <= filter_reg[1];
        filter_reg[1] <= filter_reg[0];
        filter_reg[0] <= i_ADCout;
        filter_sum <= filter_reg[0] + filter_reg[1] + filter_reg[2] + filter_reg[3];
        ADCavg <= filter_sum[5:2];  
    end
end
always @(posedge i_clk or negedge i_resetbAll) begin
    if (!i_resetbAll)
        clk_div2 <= 0;
    else
        clk_div2 <= ~clk_div2;
end
always @(posedge clk_div2 or negedge i_resetbAll) begin
    if (!i_resetbAll)
        clk_div4 <= 0;
    else
        clk_div4 <= ~clk_div4;
end
always @(posedge i_clk or negedge i_resetbAll) begin
    if (!i_resetbAll) begin
        o_Ibias_2x <= 0;
        o_core_clk <= 0;
        o_ready <= 0;
        o_resetb_amp <= 0;
        o_gain <= 0;
        o_enableRO <= 0;
        o_resetb_core <= 0;
    end
    else begin
        case(state)
            sRESET: begin
                o_Ibias_2x <= 0;
                o_core_clk <= 0;
                o_ready <= 0;
                o_resetb_amp <= 0;
                o_gain <= 0;
                o_enableRO <= 0;
                o_resetb_core <= 0;
            end
            sSET_GAIN:
                o_gain <= {shift_reg[2], shift_reg[3], shift_reg[4]};
            sEN_RO:
                o_enableRO <= 1;
            sFILTER: begin
                if (ADCavg <= 12) begin
                    o_Ibias_2x <= 0;
                    o_core_clk <= i_clk;
                end
                else begin
                    o_Ibias_2x <= 1;
                    o_core_clk <= clk_div4;
                end
            end
            sSET_RES: begin
                o_resetb_amp <= 1;
                o_resetb_core <= 1;
            end
            sREADY: begin
                o_ready <= 1;
                if (ADCavg > 12) begin
                    o_Ibias_2x <= 1;
                    o_core_clk <= clk_div4;
                end
                else if (ADCavg < 8) begin
                    o_Ibias_2x <= 0;
                    o_core_clk <= i_clk;
                end
            end
        endcase
    end
end
endmodule
==> flow/run.sh <==
#!/bin/bash
# OpenROAD 26Q1-2900-gdf79404cd8, Yosys 0.63+post, stock flow scripts
make -C /OpenROAD-flow-scripts/flow DESIGN_CONFIG=/design/flow/config.mk WORK_HOME=/design/flow/orfs finish
==> flow/config.mk <==
export PLATFORM = sky130hd
export DESIGN_NAME = backend
export DESIGN_NICKNAME = backend
export VERILOG_FILES = /design/flow/design.v
export SDC_FILE = /design/flow/constraint.sdc
export NUM_CORES = 4
export LEC_CHECK = 1
export CORE_UTILIZATION = 50
==> flow/constraint.sdc <==
current_design backend

set clk_period 3.7
set clk_io_pct 0.2

create_clock -name clk0 -period $clk_period [get_ports {i_clk}]
create_clock -name clk1 -period $clk_period [get_ports {i_sclk}]

set non_clock_inputs [all_inputs -no_clocks]
set_input_delay [expr $clk_period * $clk_io_pct] -clock clk0 $non_clock_inputs
set_output_delay [expr $clk_period * $clk_io_pct] -clock clk0 [all_outputs]
==> impl_metrics.toml <==
# physical design summary
[yosys]
netlist_instances = 151
postSynthSeqShare_pct = 64.58
synth_warnings = 2
ys_cells = 151
yosysUniqueCellTypes = 31
mux_area_share_pct = 3.644
synth-compound-area-share_pct = 7.527
async_flop_share_pct = 100.0
top_area_cell = "dfrtp_1"
common_cells = "53 x dfrtp_1, 26 x inv_1, 8 x fa_1, 8 x nor2_1"
synth-area-yosys_sq_mm = 0.002095
edf_count = 0
synthAdderAreaFrac_pct = 11.83
synth-seq-cells = 54
top_logic_kind = "adder cells"
xor_area_share_pct = 1.673
syn_avg_cell_area_sq_um = 13.87
synth.top_cell.area_share_pct = 63.32
simple_gate_area_share_pct = 5.496
top_cells_by_area = "dfrtp_1 63%, fa_1 7.6%, inv_1 4.7%"
synth_top_flop_cell = "dfrtp_1"
netlist_area_sq_mm = 0.002095
top_cell = "dfrtp_1"

[setup_path]
critPathCaptureType = "flip-flop"
cpPeakStageDelay_ns = 0.51
critPathMaxFanout = 2
worst-setup-path-type = "reg -> reg"
critPathRequiredTime_ns = 4.03
crit_buf_inv = 2
reg2reg_depth = 8
cp.arrival_ns = 2.83
path_cells = "inv_1 -> fa_1 -> fa_1 -> inv_1 -> ha_1 -> and4b_4 -> or4_1 -> nand3_1"
slowest_stage = "fa_1"
worstSetupPathDepth = 8
r2r_end = "filter_sum[4]$_DFF_PN0_"
crit_path_start_kind = "flip-flop"
rr_startpoint = "filter_reg[1][2]$_DFF_PN0_"
rrSetupSlack_ns = 1.19
critPathTopFamily = "adder cells"

[final_timing]
fin_skew_ns = 0.003164
timing.final.ws_setup_ns = 1.193
untimed_endpoints = 1
slew_headroom_pct = 51.30
report.final.hold_viol_count = 0
drv_slew = 0
unclocked_pins = 1
rsz0062_at_grt = "no"
worst_pin_slew_ns = 0.7305
fin_setup_tns_ns = 0
setup_violations = 0

[clocking]
postCtsSetupBuffers = 0
cts.clk_slew.worst_paths_ns = 0.08
cts_tree = "done"
hold_buffers = 0
cts-resized-gates = 0

[job]
warnings = 31
maxCapViolCount = 0

[layout]
drive_gt1_share_pct = 11.73
largest_register_ffs = 16
final_cells = 229
area_growth_pct = 17.62
fill_cells = 310

[floorplan]
ios = 18
fp_util_pct = 52.36
die_h_um = 66.72
core-area_sq_mm = 0.004000
fp-row-count = 23
chipArea_sq_mm = 0.004452
die_w_um = 66.72

[grt]
grt_pass1_wl_mm = 5.112
track_usage_pct = 16.45
gr-total-overflow = 0
grt_max_degree = 37
grt_pass1_vias = 1185
antenna_found_initial = 0

[placement]
gp_congestion = 0.8011
dpl.cell_count = 215
io_buffers = 15
hpwl_mm = 1.930
dp_slack_ns = 1.193

[worst_hold_path]
min_to = "o_core_clk$_DFFE_PN0P_"
hold-path-cell-count = 4
worstHoldStart = "i_clk"
hold_path.class = "clk -> reg"

[route]
wl_mm = 2.840
route.detailed.drc = 0
vias_per_cell = 5.048
ant_nets = 0
first_pass_iters = 4
num_vias = 1156
wl_per_cell_um = 12.40
n_antenna_cell = 0
drt_iter0_drc = 42

[power]
ir_drop_uv = 298.0
powerDensity_mw_per_mm2 = 628.5
p_leak_nw = 1.225
p_total_mw = 1.548

[outcome]
status = "complete, no violations"
layout by cell type (no fill, tap or decap), types with 5 or more instances in the layout:
cell             synthesis  final
clkdlybuf4s50_1          0     14
nor2_1                   8      8
inv_1                   26     26
nand2_1                  7      7
mux2_2                   5      5
fa_1                     8      8
dfrtp_1                 53     53
ha_1                     7      7
a21o_1                   5      5
clkbuf_8                 0     11
through the flow:
step           hold WS, ns  utilization, %  instance area, sq um
3_3_place_gp        0.2025           57.43                  2297
2_1_floorplan       0.2024               -                  2095
3_5_place_dp        0.2025           57.43                  2297
6_report           0.03597           61.59                  2464
5_1_grt             0.1038           61.59                  2464
4_1_cts            0.03045           61.59                  2464
report_power, final:
group,switching [mW],internal [mW],leakage [nW]
registers,0.0804,0.714,0.674
clock network,0.195,0.279,0.0922
logic,0.117,0.163,0.459
cells by family (layout without fill, tap and decap cells):
kind of cell | count (synthesis) | in the layout
fa+ha+maj | 15 | 15
compound gates | 20 | 20
buf+inv | 28 | 56
xor+xnor | 4 | 4
simple gates | 23 | 23
mux | 7 | 7
flops | 54 | 54
final cells by class:
| class | instances | area, sq um | share of cell area [%] |
|---|---|---|---|
| Clock buffer | 13 | 158.9 | 6.450 |
| Clock inverter | 1 | 7.507 | 0.3047 |
| Inverter | 26 | 97.59 | 3.961 |
| Multi-Input combinational cell | 69 | 631.9 | 25.65 |
| Sequential cell | 54 | 1353 | 54.90 |
| Tap cell | 50 | 62.56 | 2.539 |
| Timing Repair Buffer | 16 | 152.6 | 6.196 |
tightest hold or removal path, stage by stage:
cell	delay [ns]
clkbuf_8	0.10
clkbuf_8	0.10
mux2i_1	0.06
o2bb2ai_1	0.13
worst max-delay path by stage:
stage | from | endpoint | slack, ns
after global routing | filter_reg[1][2]$_DFF_PN0_ | filter_sum[4]$_DFF_PN0_ | 1.05
after CTS | filter_reg[0][2]$_DFF_PN0_ | filter_sum[4]$_DFF_PN0_ | 1.17
final | filter_reg[1][2]$_DFF_PN0_ | filter_sum[4]$_DFF_PN0_ | 1.19
routing by layer:
layer	GRT usage, %	vias to the layer above	part of all wire (%)
li1	-	542	-
met1	26.14	585	47
met2	22.98	25	47
met3	6.076	4	4.8
met4	4.787	0	0.88
met5	0	-	0
Power and IR drop assume default switching activity.
